<file path="/design/flow/config.mk">
export PLATFORM = sky130hd
export DESIGN_NAME = logic_and
export DESIGN_NICKNAME = logic_and
export VERILOG_FILES = /design/flow/design.v
export SDC_FILE = /design/flow/constraint.sdc
export NUM_CORES = 4
export LEC_CHECK = 1
export CORE_AREA = 10 10 70 70
export DIE_AREA = 0 0 80 80
</file>
<file path="/design/flow/constraint.sdc">
current_design logic_and

set clk_period 1.0
set clk_io_pct 0.2

create_clock -name clk0 -period $clk_period [get_ports {clk}]

set non_clock_inputs [all_inputs -no_clocks]
set_input_delay [expr $clk_period * $clk_io_pct] -clock clk0 $non_clock_inputs
set_output_delay [expr $clk_period * $clk_io_pct] -clock clk0 [all_outputs]
</file>
<file path="/design/flow/design.v">
module logic_and(
	input [7:0] X,
	input [7:0] Y,
	input [2:0] S,
	output reg[15:0] ans,
	input clk
);
	always@(posedge clk)
	begin
		if(S==3'b001)
		begin
			ans<={8'b0000_0000,X&Y};
		end
	end
endmodule
</file>
<file path="/design/flow/run.sh">
#!/bin/bash
# OpenROAD 26Q1-2900-gdf79404cd8, Yosys 0.63+post, stock flow scripts
make -C /OpenROAD-flow-scripts/flow DESIGN_CONFIG=/design/flow/config.mk WORK_HOME=/design/flow/orfs finish
</file>
==> flow_metrics.py <==
# Physical implementation metrics
metrics = {
    "placed_design": {
        "pre_cts_ws_ns": -0.290,
        "port_buffers": 27,
        "gp_congestion": 0.805,
        "dp_hpwl_microns": 912,
        "place_area_sq_um": 668,
    },
    "routing": {
        "avgRoutedWirePerCell_microns": 9.98,
        "vias": 257,
        "ant_nets": 0,
        "drt_iter0_markers": 11,
        "finalWirelength_microns": 1020,
        "n_antenna_cell": 0,
        "viasPerCell": 2.52,
        "drt_first_pass_iters": 2,
        "drc": 0,
    },
    "cts": {
        "clock_sinks": 8,
        "clk_pin_slew_worst_paths_ns": 0.05,
        "ctsRootBufferMaster": "clkbuf_4",
        "htreeDepth": 1,
        "cts_setup_buffers": 0,
        "clk_path_buf_depth": 2,
        "numCtsBuffers": 3,
        "tritoncts": "done",
        "hold_buffers": 0,
    },
    "setup_path": {
        "max_stage_delay_ns": 0.37,
        "worst_ep_arrival_time_ns": 0.74,
        "crit_family": "flip-flops",
        "path_buffers": 1,
        "endpoint_kind": "primary output",
        "crit_chain": "buf_2",
        "worstPathRequired_ns": 0.80,
        "critPathMaxFanout": 1,
        "slowest_stage": "edfxtp_1",
        "path_class": "reg -> out",
        "crit_path_start_kind": "register",
    },
    "pwr": {
        "leakage_nw": 0.244,
        "p_per_area_nw_per_um2": 1110,
        "swShare_pct": 16.0,
        "combPwrFrac_pct": 14.2,
        "p_int_mw": 0.603,
        "total_power_mw": 0.718,
        "ir_drop_mv": 0.275,
        "pwr-share-clk_pct": 31.3,
        "sequentialPowerShare_pct": 54.5,
        "p_sw_mw": 0.115,
    },
    "yosys": {
        "top_area_cell": "edfxtp_1",
        "top_area_share_pct": 65.5,
        "yosys.cell_types.count": 5,
        "ys_area_sq_um": 367,
        "synth_flops": 8,
        "yosys-top-cells-area": "edfxtp_1 (66%), buf_4 (16%), and2_1 (14%)",
        "yosysWarnings": 1,
        "netlist_area_sq_um": 367,
        "synth_seq_share_pct": 65.5,
        "synthCells": 26,
        "syn_avg_cell_area_sq_um": 14.1,
        "yosysCellCount": 26,
    },
    "die": {
        "coreArea_sq_um": 3420,
        "ios": 36,
        "dieWidth_microns": 80,
        "floorplan.core_util_pct": 10.7,
        "rows": 21,
        "chipArea_sq_um": 6400,
        "die_h_microns": 80,
    },
    "finish": {
        "flop_area_sq_um": 240,
        "drive_gt1_share_pct": 23.2,
        "final_cell_area_sq_um": 647,
        "layout_top_cells": "clkdlybuf4s50_1 (16), and2_1 (8), conb_1 (8), edfxtp_1 (8), clkbuf_2 (6)",
        "logic_area_sq_um": 92.6,
        "regMostFlops": "ans",
        "fin_util_pct": 18.9,
        "area_growth_pct": 76.5,
        "fillers": 384,
        "reg.largest.list": "ans x8",
        "lay_top_count": "clkdlybuf4s50_1",
        "largest_reg_flops": 8,
    },
    "run": {
        "maxCapViolations": 0,
        "warning_count": 25,
    },
    "global_routing": {
        "grt_util_met2_pct": 3.85,
        "busiest_layer": "met2",
        "grtUsageMet3_pct": 1.14,
        "grt.total_usage_pct": 2.79,
        "overflow": 0,
        "antenna_found_initial": 0,
        "grt_pass1_vias": 312,
        "use_met1_pct": 3.85,
        "grt_pass1_wl_microns": 1440,
        "grt_start_max_net_pins": 9,
    },
    "sta": {
        "hold-worst-slack_ns": 0.550,
        "hold_viol_final": 0,
        "fin_crit_ns": 0.935,
        "rsz0062_at_grt": "no",
        "finalSetupViolations": 0,
        "setup_ws_ns": 0.0650,
        "finalCritPeriodShare_pct": 93.5,
        "max_freq_mhz": 1070,
        "slew_violations": 0,
    },
    "worst_hold_path": {
        "min_to": "ans[2]",
        "hp-class": "in -> reg",
        "min-delay-start": "S[1]",
        "holdPathStages": 3,
    },
    "run_status": {
        "outcome": "finished, final reports clean",
    },
}
[how the worst max path moves through the flow]
stage           from  endpoint  slack, ns  cells past startpoint
CTS           ans[6]    ans[6]      0.001                      1
finish        ans[0]    ans[0]       0.06                      1
global route  ans[0]    ans[0]       0.02                      1
[per-layer routing]
metal	part of all wire, %	wire length (microns)
met1	44	449
met4	1.9	19
met2	42	426
met5	0	0
met3	12	122
[area by class of cell]
type	count	area share, %
Sequential cell	8	37.1
Timing Repair Buffer	28	36.2
Multi-Input combinational cell	17	14.3
Clock buffer	3	3.48
Tap cell	46	8.90
[stage by stage]
| step | cells | TNS (ns) |
|---|---|---|
| floorplan | 33 | 0 |
| global placement | 99 | -2.27 |
| detailed placement | 99 | -2.37 |
| CTS | 102 | 0 |
| global route | 102 | 0 |
| finish | 102 | 0 |
[synth_stat cells (all sizes together)]
cell type	count
and2	8
buf	8
conb	1
edfxtp	8
nor3b	1
[repair_timing]
item | CTS | global route
pin swaps | 1 | 0
gates resized | 21 | 6
endpoints found under the setup margin | 16 | 6
[cell families after synthesis]
group / count (synthesis) / synth area share [%]
flops: 8 / 65.5
simple gates: 9 / 17.1
other cells: 1 / 1.02
buf+inv: 8 / 16.4
[power by group through the flow]
stage,Sequential [mW],Combinational [mW],Clock [mW]
after CTS,0.391,0.111,0.233
after global routing,0.391,0.115,0.265
final,0.391,0.102,0.225
Power is estimated from default activity; no workload was simulated.
