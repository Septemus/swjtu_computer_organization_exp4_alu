$ cat design/flow/run.sh
#!/bin/bash
# OpenROAD 26Q1-2900-gdf79404cd8, Yosys 0.63+post, stock flow scripts
make -C /OpenROAD-flow-scripts/flow DESIGN_CONFIG=/design/flow/config.mk WORK_HOME=/design/flow/orfs finish
$ cat design/flow/config.mk
export PLATFORM = sky130hd
export DESIGN_NAME = logic_or
export DESIGN_NICKNAME = logic_or
export VERILOG_FILES = /design/flow/design.v
export SDC_FILE = /design/flow/constraint.sdc
export NUM_CORES = 4
export LEC_CHECK = 1
export CORE_AREA = 10 10 70 70
export DIE_AREA = 0 0 80 80
$ cat design/flow/constraint.sdc
current_design logic_or

set clk_period 1.0
set clk_io_pct 0.2

create_clock -name clk0 -period $clk_period [get_ports {clk}]

set non_clock_inputs [all_inputs -no_clocks]
set_input_delay [expr $clk_period * $clk_io_pct] -clock clk0 $non_clock_inputs
set_output_delay [expr $clk_period * $clk_io_pct] -clock clk0 [all_outputs]
$ cat design/flow/design.v
module logic_or(
	input [7:0] X,
	input [7:0] Y,
	input [2:0] S,
	output reg[15:0] ans,
	input clk
);
	always@(posedge clk)
	begin
		if(S==3'b010)
		begin
			ans<={8'b0000_0000,X|Y};
		end
	end
endmodule
==> impl_metrics.ini <==
; physical design summary
[status]
status = finished, final reports clean

[yosys]
synth_warnings = 1
yosys.cell_types.count = 5
post_synth.cell_area_avg_um2 = 14.1
cells_yosys = 26
ys_seq_share_pct = 65.5
netlist_area_um2 = 367
synth_chip_area_um2 = 367
syn_inst = 26
ys_seq_elements = 8

[hold_path]
hp-class = input port to register

[routing]
drt-wirelength-per-cell_um = 10.5
detail_route.wirelength_mm = 1.07
drt_drc_violations_left = 0
drt-initial-drc-count = 6
via_count = 269
drtPass1Iterations = 2
route.detailed.vias_per_inst = 2.64
antenna_nets_post_route = 0
antenna_cells = 0

[cells_and_area]
largest_register_ffs = 8
syn2layout_area_growth_pct = 77.5
area_of_all_placed_cells_without_fillers_um2 = 651
top_register_by_number_of_flip_flops = ans
layout_top_registers = ans: 8 flops
fillCellCount = 387
final_layout_size_suffix_gt1_share_pct = 23.2

[global_routing]
grt_antenna_before_repair = 0
grt_max_degree = 9
overflow = 0
grt_use_total_pct = 3.00
grt_first_pass_wirelength_mm = 1.53
grt_pass1_vias = 321

[clock_tree]
cts_num_sinks = 8
cts_tree = built
clock_tree.root_cell = sky130_fd_sc_hd__clkbuf_4
cts-buffers-inserted = 3
cts-root-to-sink-buffers = 2
clock_transition_time_at_the_flip_flop_clock_pins_of_the_worst_setup_and_hold_paths_ns = 0.05
cts-htree-levels = 1
cts.hold.buffers_added = 0

[setup_path]
worstSetupPathType = register to output pin
worst_path_dominant_cell_family = flip-flops
cp.buffers_inverters = 1
cp_max_fo = 1
cp-end-kind = output pin
cp_slowest_cell = sky130_fd_sc_hd__edfxtp_1
worstPathCellList = buf_2
worst_setup_path_start_kind = register
critPathMaxStageDelay_ns = 0.36
timing.critical_path.arrival_ns = 0.73
cp_data_required_time_ns = 0.80

[power_and_ir_drop]
clock_power_share_pct = 32.3
cellInternalPower_uw = 604
sw_frac_of_total_pct = 17.1
totalPowerFinal_uw = 729
power.share.combinational_pct = 14.1
sequentialPowerShare_pct = 53.6
netSwitchingPower_uw = 125
cellLeakagePower_nw = 0.267
power_density_nw_per_um2 = 1120
vdd.ir_drop.worst_mv = 0.274

[placement]
place.port_buffers = 27
routabilityCongestion = 0.677
pre_cts_ws_ns = -0.278
dp.final_hpwl_um = 964
placed_cell_area_um2 = 668

[die]
die_x_um = 80
fp_util_pct = 10.7
chip_area_um2 = 6400
die_height_um = 80
placement_rows = 21
area_of_the_core_region_um2 = 3420
boundaryPins = 36

[timing]
final_min_period_over_clock_period_pct = 93.1
max_freq_mhz = 1070
setup_viol_count_final = 0
period_minus_slack_ns = 0.931
final_tally_of_hold_violations = 0
grt_setup_unrepaired = no
final_critical_path_setup_slack_ns = 0.0686
timing_max_transition_violations_final = 0
fin_worst_hold_slack_ns = 0.432
setup-tns-final_ns = 0

[job]
maxCapViolCount = 0
log.warning_count = 28
[per-stage QoR]
stage	util, %	cells
5_1_grt	19.0	102
2_1_floorplan	-	33
6_report	19.0	102
4_1_cts	19.3	102
3_5_place_dp	19.6	99
3_3_place_gp	19.6	99
[area by class of cell]
class	instances	area (um^2)	area share (%)
repair buffers	28	238	36.5
well taps	46	57.6	8.85
clock buffers	3	22.5	3.46
flip-flops and latches	8	240	36.9
multi-input cells	17	92.6	14.2
[power groups by stage]
| stage | Combinational, mW | Clock, mW | Sequential (mW) |
|---|---|---|---|
| finish | 0.103 | 0.235 | 0.390 |
| CTS | 0.109 | 0.248 | 0.391 |
| global route | 0.114 | 0.264 | 0.392 |
[routing by layer]
layer / wire length, um / up-vias / track usage [%]
li1: - / 130 / -
met1: 338 / 118 / 2.81
met2: 571 / 19 / 5.06
met3: 142 / 2 / 2.16
met4: 22 / 0 / 0.880
met5: 0 / - / 0
[worst paths after layout]
check | start | end | slack (ns) | cells past startpoint
min | S[0] | ans[1] | 0.43 | 3
max | ans[2] | ans[2] | 0.07 | 1
[synthesized netlist by cell type]
cell type                  n  area [um^2]
sky130_fd_sc_hd__buf_4     8         60.1
sky130_fd_sc_hd__conb_1    1         3.75
sky130_fd_sc_hd__edfxtp_1  8          240
sky130_fd_sc_hd__nor3b_2   1         12.5
sky130_fd_sc_hd__or2_1     8         50.1
[cells in the final DEF (no fill, tap or decap)]
cell type / n
sky130_fd_sc_hd__edfxtp_1: 8
sky130_fd_sc_hd__buf_2: 6
sky130_fd_sc_hd__clkbuf_2: 2
sky130_fd_sc_hd__nor3b_2: 1
sky130_fd_sc_hd__or2_1: 8
sky130_fd_sc_hd__buf_4: 1
sky130_fd_sc_hd__clkdlybuf4s50_1: 16
sky130_fd_sc_hd__clkbuf_4: 3
sky130_fd_sc_hd__dlymetal6s2s_1: 1
sky130_fd_sc_hd__dlygate4sd2_1: 2
sky130_fd_sc_hd__conb_1: 8
[repair_timing]
action / 4_1_cts / 5_1_grt
endpoints found under the hold margin: 0 / 0
setup buffers: 0 / 0
pin swaps: 1 / 1
resized: 24 / 3
setup endpoints to repair: 16 / 10
[cells by family after synthesis]
family	after synthesis	share of synthesized area, %
buffers and inverters	8	16.4
flip-flops	8	65.5
other	1	1.02
AND/OR/NAND/NOR	9	17.1
