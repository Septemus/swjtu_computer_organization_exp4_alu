==> config.mk <==
export PLATFORM = sky130hd
export DESIGN_NAME = arith_add
export DESIGN_NICKNAME = arith_add
export VERILOG_FILES = /design/flow/design.v
export SDC_FILE = /design/flow/constraint.sdc
export NUM_CORES = 4
export LEC_CHECK = 1
export CORE_AREA = 10 10 76 76
export DIE_AREA = 0 0 86 86
==> constraint.sdc <==
current_design arith_add

set clk_period 4.9
set clk_io_pct 0.2

create_clock -name clk0 -period $clk_period [get_ports {clk}]

set non_clock_inputs [all_inputs -no_clocks]
set_input_delay [expr $clk_period * $clk_io_pct] -clock clk0 $non_clock_inputs
set_output_delay [expr $clk_period * $clk_io_pct] -clock clk0 [all_outputs]
==> design.v <==
module arith_add(
	input [7:0] X,
	input [7:0] Y,
	input [2:0] S,
	output reg[15:0] ans,
	input clk,
	input cin
);
always@(posedge clk)
	begin
		if(S==3'b100)
		begin
			ans<=X+Y+cin;
		end
	end
endmodule
==> run.sh <==
#!/bin/bash
# OpenROAD 26Q1-2900-gdf79404cd8, Yosys 0.63+post, stock flow scripts
make -C /OpenROAD-flow-scripts/flow DESIGN_CONFIG=/design/flow/config.mk WORK_HOME=/design/flow/orfs finish
==> out/qor.tcl <==
set qor(outcome) {finished clean}
set qor(max_cap_violations) 0
set qor(via_per_inst) 3.63
set qor(max-vdd-ir-drop_mv) 0.0675
set qor(sw_frac_of_total_pct) 21.6
set qor(layout-drive-gt1-share_pct) 7.69
set qor(routed_wirelength_um) 1530
set qor(clk_pin_slew_ns) 0.04
set qor(seq_area_frac_synth_pct) 40.6
set qor(drt_first_iter_violations) 13
set qor(gpl.final_weighted_congestion) 0.721
set qor(clk_root_buffer_cell) {sky130_fd_sc_hd__clkbuf_8}
set qor(die-height_um) 86
set qor(syn_area_per_cell_sq_um) 11.5
set qor(finalClockPeriodUsage_pct) 56.8
set qor(vias_in_the_first_global_route) 562
set qor(top_regs) {ans x9}
set qor(netlist_top_cells_area) {sky130_fd_sc_hd__edfxtp_1, sky130_fd_sc_hd__ha_1, sky130_fd_sc_hd__buf_4}
set qor(cts_tree) {done}
set qor(finalWorstPathRequiredPeriod_ns) 2.79
set qor(p_int_mw) 0.192
set qor(power_frac_clock_pct) 33.2
set qor(insertedDiodeCount) 0
set qor(crit_path_end_kind) {register}
set qor(place.detailed.hpwl_um) 1380
set qor(cts_setup_buffers) 0
set qor(path_max_fanout) 2
set qor(post_cts_resize_count) 0
set qor(yosysWarningCount) 1
set qor(synth_chip_area_sq_um) 666
set qor(die_area_sq_um) 7400
set qor(global_route_wire_length_before_repair_um) 2280
set qor(setup_viol_count_final) 0
set qor(regMostFlops) {ans}
set qor(synth_top_area_share_pct) 40.6
set qor(netlist.top_cell.by_area) {sky130_fd_sc_hd__edfxtp_1}
set qor(top_level_ports) 37
set qor(total_routing_usage_reported_by_global_routing_pct) 3.68
set qor(synth_flops) 9
set qor(finalHoldViolCount) 0
set qor(p_sw_mw) 0.0529
set qor(start_kind) {primary input}
set qor(power_density_nw_per_um2) 235
set qor(ctsHtreeMaxLevel) 1
set qor(power_frac_seq_pct) 38.9
set qor(grt_max_degree) 10
set qor(rsz_0062_raised_after_global_routing) {false}
set qor(placementRows) 23
set qor(tritoncts.num_buffers) 3
set qor(max-clock-path-buffers) 2
set qor(grt_overflow_total) 0
set qor(core_outline_area_sq_um) 4120
set qor(number_of_flip_flops_in_the_largest_register) 9
set qor(antenna_violating_nets_left) 0
set qor(warning_count) 25
set qor(synth_area_sq_um) 666
set qor(netlist_instances) 58
set qor(setup-tns-final_ns) 0
set qor(place.port_buffers) 29
set qor(timing.final.max_slew_violations) 0
set qor(category_of_the_critical_setup_timing_path) {in2reg}
set qor(cts_hold_buffers_added) 0
set qor(cp.required_ns) 4.87
set qor(final_layout_top_logic_cells) {sky130_fd_sc_hd__clkdlybuf4s50_1, sky130_fd_sc_hd__edfxtp_1, sky130_fd_sc_hd__ha_1, sky130_fd_sc_hd__conb_1, sky130_fd_sc_hd__a21oi_1}
set qor(die-width_um) 86
set qor(dr.pass1.iters) 3
set qor(worstHoldPathType) {in2reg}
set qor(worstPathArrival_ns) 2.76
set qor(layout_top_cell_excl_fill_tap) {sky130_fd_sc_hd__clkdlybuf4s50_1}
set qor(synthDistinctLibCells) 27
set qor(detail_route.drc_violations) 0
set qor(dr_total_vias) 512
set qor(cts.sink_count) 9
set qor(pwr-share-comb_pct) 27.9
set qor(syn_to_final_growth_pct) 56.4
set qor(holdWs_ns) 1.48
set qor(p_leak_nw) 0.394
set qor(max_freq_ghz) 0.359
set qor(initCoreUtil_pct) 16.2
set qor(wl_per_cell_um) 10.8
set qor(synth_stat.cells) 58
set qor(number_of_antenna_violations_at_the_first_check_in_global_routing) 0
[metrics by stage]
step | instance area [sq um] | power (mW) | util, % | instances | setup WS, ns
after global routing | 1040 | 0.263 | 25.3 | 141 | 2.01
after detailed placement | 996 | 0.165 | 24.2 | 137 | 1.87
final | 1040 | 0.244 | 25.3 | 141 | 2.11
after floorplan | 688 | 0.135 | - | 64 | 2.41
after CTS | 1040 | 0.247 | 25.3 | 141 | 2.11
after global placement | 996 | 0.164 | 24.2 | 137 | 1.89
[worst paths after layout]
kind / startpoint / end / slack, ns / depth (start not counted)
worst min-delay path: cin / ans[0] / 1.48 / 2
worst max-delay path: X[0] / ans[8] / 2.11 / 6
[per-layer routing]
| layer | part of all wire [%] | global-route usage (%) | up-vias |
|---|---|---|---|
| met5 | 0 | 0 | - |
| met4 | 2.2 | 1.20 | 0 |
| li1 | - | - | 268 |
| met2 | 46 | 6.36 | 22 |
| met3 | 14 | 2.19 | 2 |
| met1 | 38 | 3.57 | 220 |
[Yosys cell counts (all sizes together)]
| master | count |
|---|---|
| fa | 2 |
| a21oi | 5 |
| nand3b | 1 |
| nor2b | 1 |
| xor2 | 2 |
| nor4 | 1 |
| nand2b | 1 |
| a21o | 2 |
| nand2 | 2 |
| o21a | 1 |
| conb | 1 |
| o21bai | 1 |
| a311o | 2 |
| o21ai | 1 |
| o211ai | 1 |
| xnor2 | 2 |
| nor3b | 1 |
| nor3 | 1 |
| ha | 7 |
| nand4 | 1 |
| o221a | 1 |
| nand3 | 2 |
| buf | 7 |
| edfxtp | 9 |
| inv | 3 |
[critical path, stage by stage]
cell	delay (ns)
sky130_fd_sc_hd__clkdlybuf4s50_1	0.43
sky130_fd_sc_hd__fa_1	0.47
sky130_fd_sc_hd__fa_1	0.41
sky130_fd_sc_hd__a21oi_1	0.22
sky130_fd_sc_hd__o21a_1	0.16
sky130_fd_sc_hd__o21ai_0	0.08
[power groups by stage]
stage	registers (mW)	clock network, mW	logic [mW]
4_1_cts	0.0952	0.0828	0.0693
5_1_grt	0.0954	0.0907	0.0769
6_report	0.0951	0.0812	0.0683
[cells by family after synthesis]
family | share of synthesized area [%]
AOI/OAI and AO/OA | 15.4
xor gates and xnor gates | 5.26
adders and majority gates | 19.2
buffers and inverters | 9.59
DFF | 40.6
other | 0.563
and+or+nand+nor | 9.40
[final cells by class]
class	instances	area, sq um
multi-input combinational	45	354
tap	50	62.6
inverter	3	11.3
fill	434	3070
timing repair buffer	30	298
sequential	9	270
clock buffer	4	45.0
Power and IR drop assume default switching activity.
